## flow/constraint.sdc

```tcl
current_design Incubator

set clk_period 3.7
set clk_io_pct 0.2

create_clock -name clk0 -period $clk_period [get_ports {clk}]

set non_clock_inputs [all_inputs -no_clocks]
set_input_delay [expr $clk_period * $clk_io_pct] -clock clk0 $non_clock_inputs
set_output_delay [expr $clk_period * $clk_io_pct] -clock clk0 [all_outputs]
```

## flow/design.v

```verilog
module Incubator(
  input signed [7:0] temperature,
  input clk,
  input reset,
  output reg heater,
  output reg cooler,
  output reg [3:0] crs
  );
  always @(posedge clk or negedge reset) begin
    if (~reset) begin
      heater = 0;
      cooler = 0;
      crs = 4'd0;
    end
    else begin
      if (~heater && ~cooler) begin
        if ($signed(temperature) > $signed(8'd35)) begin
           heater = 0;
           cooler = 1;
           crs = 4'd4;
        end
        else if ($signed(temperature) < $signed(8'd15)) begin
           heater = 1;
           cooler = 0;
        end
      end
      else if (heater && ~cooler && $signed(temperature) > $signed(8'd30)) begin
           heater = 0;
           cooler = 0;
      end
      else if (~heater && cooler) begin
        if (crs == 4'd8 && $signed(temperature) < $signed(8'd40))
          crs = 4'd6;
        else if (crs == 4'd6 && $signed(temperature) > $signed(8'd45))
          crs = 4'd8;
        else if (crs == 4'd6 && $signed(temperature) < $signed(8'd35))
          crs = 4'd4;  
        else if (crs == 4'd4 && $signed(temperature) > $signed(8'd40))
          crs = 4'd6;
        else if (crs == 4'd4 && $signed(temperature) < $signed(8'd25)) begin
          heater = 0;
          cooler = 0;
          crs = 4'd0;
        end
      end
    end
  end
endmodule
```

## flow/run.sh

```bash
#!/bin/bash
# OpenROAD 26Q1-2900-gdf79404cd8, Yosys 0.63+post, stock flow scripts
make -C /OpenROAD-flow-scripts/flow DESIGN_CONFIG=/design/flow/config.mk WORK_HOME=/design/flow/orfs finish
```

## flow/config.mk

```make
export PLATFORM = sky130hd
export DESIGN_NAME = Incubator
export DESIGN_NICKNAME = Incubator
export VERILOG_FILES = /design/flow/design.v
export SDC_FILE = /design/flow/constraint.sdc
export NUM_CORES = 4
export LEC_CHECK = 1
export CORE_AREA = 10 10 70 70
export DIE_AREA = 0 0 80 80
```

==> results.ini <==
[status]
outcome=complete, no violations

[clock_network]
cts_max_path_buffers=2
clkSinkCount=5
clock_latency_ps=240
cts_inserted_buffers=3
ctsHoldBuffers=0
post_cts_buffers=0
h-tree-depth=1
clkTransAtPathRegs_ps=40
root_buffer=clkbuf_4
cts_tree=yes
cts_resized=0

[power]
swShare_pct=37.2
p_clk_share_pct=16.0
combPwrFrac_pct=53.5
ir_worst_vdd_mv=0.186
power_leakage_uw=0.000252
power_frac_seq_pct=30.5
p_int_uw=240
p_per_area_nw_per_um2=558
p_switching_uw=142

[logic_synthesis]
syn_inst=56
syn_area_per_cell_um2=8.33
ys_warn_count=1
yosys.cell_count.top_type=inv_1
synth-seq-area-share_pct=26.8
synthTopCellsByArea=dfrtp_1 27%, inv_1 4.8%, nor3_1 4.3%, o22a_1 3.8%, a211oi_1 3.2%
common_cells=6 x inv_1, 5 x dfrtp_1, 4 x nor3_1, 3 x nor2_1
yosys_cells=56
synth-async-reset-ratio_pct=100
top_cell_area_share_pct=26.8
ys.flop_type=dfrtp_1
edf_count=0
ys.flops=5
yosysChipArea_um2=467
top_area_cell=dfrtp_1
netlist_area_um2=467
synthDistinctLibCells=32

[floorplanning]
die-width_um=80
io_pins=16
row_count=21
fp_util_pct=13.7
chip_area_um2=6400
core-area_um2=3420
fp.dieH_um=80

[cells_and_area]
fin_area_um2=683
drive_gt1_share_pct=12.3
fillers=404
final_cells=119
logic_area_um2=312
syn2layout_area_growth_pct=46.4
finalCoreUtilization_pct=20.0
regArea_um2=125

[timing]
drv_slew=0
finClkSkew_ps=4.69
period_minus_slack_ps=2290
grt_setup_unrepaired=no
setup_tns_ps=0
setup_viol=0
clock.fmax_mhz=437
hold_ws_ps=589
finalCritPeriodShare_pct=61.9
hold_viol_final=0

[placed_design]
place_area_um2=657
io_buffers=14
dp_cells=115
place_congestion=0.871

[setup_path]
timing.reg2reg.setup_slack_ps=2190
timing.rr.end=crs[3]
crit_arrival_ps=2460
cp.required_ps=3870
timing.rr.start=crs[1]
path_class=input port to register
worstPathMaxFanout=7
crit_path_start_kind=input port
reg2reg_depth=5
crit_path_end_kind=register

[detailed_routing]
postRouteAntennaNets=0
diodes=0
viasPerCell=3.98
vias=474
drc=0
totalWireLength_um=1250
drt-pass1-iter-count=3
wl_per_cell_um=10.5
first_iter_violations=16

[grt]
grt_max_degree=9
grt_pass1_vias=455
overflow=0
antenna_found_initial=0
grt_pass1_wl_um=2040
gr-usage-all-layers_pct=3.83

[hold_path]
min_path_cells=2
hp-start=crs[2]
worstHoldEndpoint=crs[2]
hp-class=register to register

[flow_run]
tool_warnings=25
drv_cap=0

[worst max-delay path, cell delays in order]
cell and delay, ps:
clkdlybuf4s50_1 530, or3b_1 430, or4_4 480, nand3_2 90, a21boi_2 60, o2bb2ai_2 120
[how the worst max path moves through the flow]
stage	start	to	slack, ps	depth (start not counted)
after global routing	temperature[6]	crs[2]	1360	6
after CTS	temperature[6]	crs[2]	1430	6
final	temperature[6]	crs[2]	1410	6
[cell type report]
cell class,count,share of cell area (%)
Inverter,6,3.30
Tap cell,46,8.42
Timing Repair Buffer,14,20.5
Clock buffer,4,3.85
Multi-Input combinational cell,44,45.6
Sequential cell,5,18.3
[stage by stage]
step / total power, µW / setup WS [ps]
after floorplan: 230 / 1790
after global placement: 322 / 1190
after detailed placement: 324 / 1170
after CTS: 389 / 1430
after global routing: 425 / 1360
final: 381 / 1410
[power by group through the flow]
stage / Clock [µW] / Combinational (µW) / Sequential [µW]
after CTS: 64.8 / 207 / 117
final: 60.9 / 204 / 116
after global routing: 70.7 / 230 / 124
[cells by family after synthesis]
family / Yosys count / share of synthesized area [%]
compound gates: 20 / 35.7
flops: 5 / 26.8
buf+inv: 7 / 6.43
simple gates: 23 / 30.3
other cells: 1 / 0.804
[placed cells by master (no fill, tap or decap), types with 3 or more instances in the layout]
cell type | netlist | layout
clkbuf_4 | 0 | 3
nor2_1 | 3 | 3
clkdlybuf4s50_1 | 0 | 14
dfrtp_1 | 5 | 5
nor3_1 | 4 | 4
inv_1 | 6 | 6
[state kept, by name (all words and copies together), names as in the netlist]
name and flops:
crs 3, cooler 1, heater 1
[per-layer routing]
layer | track usage, % | routed length, µm | up-vias | part of all wire [%]
met5 | 0 | 0 | - | 0
met4 | 0.704 | 29 | 0 | 2.3
met3 | 1.48 | 77 | 2 | 6.2
met2 | 4.98 | 465 | 19 | 37
met1 | 5.75 | 675 | 208 | 54
li1 | - | - | 245 | -
No activity file was given, so power comes from the tool's default toggle rates.
